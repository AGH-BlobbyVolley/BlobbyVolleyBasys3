$ cat flow/run.sh
#!/bin/bash
# OpenROAD 26Q1-2900-gdf79404cd8, Yosys 0.63+post, stock flow scripts
make -C /OpenROAD-flow-scripts/flow DESIGN_CONFIG=/design/flow/config.mk WORK_HOME=/design/flow/orfs finish
$ cat flow/constraint.sdc
current_design whistle

set clk_period 1.0
set clk_io_pct 0.2

create_clock -name clk0 -period $clk_period [get_ports {clk}]

set non_clock_inputs [all_inputs -no_clocks]
set_input_delay [expr $clk_period * $clk_io_pct] -clock clk0 $non_clock_inputs
set_output_delay [expr $clk_period * $clk_io_pct] -clock clk0 [all_outputs]
$ cat flow/config.mk
export PLATFORM = sky130hd
export DESIGN_NAME = whistle
export DESIGN_NICKNAME = whistle
export VERILOG_FILES = /design/flow/design.v
export SDC_FILE = /design/flow/constraint.sdc
export NUM_CORES = 4
export LEC_CHECK = 1
export CORE_UTILIZATION = 30
$ cat flow/design.v
`timescale 1ns / 1ps
module mixer(
    input wire rst,
    input wire clk,
    input wire signed [7:0] sine_1,
    input wire signed [7:0] sine_2,
    output reg [7:0] mixed_out
);
wire signed [15:0]  mixed_int;
wire signed [7:0] mixed_out_nxt;
assign mixed_int = sine_1 * sine_2;
assign mixed_out_nxt = mixed_int[13:6] + 8'd85;
always @(posedge clk) begin
    if(rst) mixed_out <= 8'b0;
    else mixed_out <= mixed_out_nxt;
end
endmodule
`timescale 1ns / 1ps
module pwm(
    input wire [7:0] in,
    input wire en,
    input wire clk,
    input wire rst,
    output reg out
    );
reg [7:0] ctr, ctr_nxt;
reg out_nxt;
always @(posedge clk) begin
    if(rst) out = 1'b0;
    else out = out_nxt;
end
always @* begin
    if(ctr<in) out_nxt = 1;
    else out_nxt = 0;
end
always @(posedge clk) begin
    if(rst) ctr <= 8'b0;
    else ctr <= ctr_nxt;
end
always @* begin
    if(en) ctr_nxt = ctr + 1;
    else ctr_nxt = 0;
end
endmodule
`timescale 1ns / 1ps
module sine_gen
#(parameter SEED=22'b00_1111_1111_1111_0001_0111)   
(
    input wire rst,
    input wire clk,
    output reg signed [1:-20] signal,  
    output reg [7:0] sig_out,
    output reg en_pwm
);
wire rst_d;
wire clk_div;
clk_divider #(
    .FREQ(100),
    .SRC_FREQ(25_600)
)
my_clk_div(
    .clk_in(clk),
    .rst(rst),
    .clk_div(clk_div),
    .count(),
    .rst_d(rst_d)
);
reg signed [1:-20] prev_point, pprev_point, prev_point_nxt, pprev_point_nxt, signal_nxt;  
wire signed [2:-40] temp;  
wire [7:0] temp2;
reg flag;
always @(posedge clk_div) begin
    if(rst_d) en_pwm <= 1'b0;
    else en_pwm <= 1'b1;
end
localparam signed H0 = {SEED, 1'b0};
localparam OFFSET = 14'h0980;  
always @(posedge clk_div) begin
    if(rst_d) begin
        flag <= 1;
        signal <= 0;
        prev_point <= SEED;
        pprev_point <= 22'h100000;  
    end
    else begin
        flag <= 0;
        signal <= signal_nxt;
        prev_point <= prev_point_nxt;
        pprev_point <= pprev_point_nxt;
    end
end
assign temp = (H0*prev_point);  
always @* begin
    prev_point_nxt = temp[2:-20] + ~{pprev_point[1], pprev_point} + 15'b1;  
    pprev_point_nxt = prev_point;
    signal_nxt = prev_point; 
end
assign temp2 = {signal[1], signal[1:-6]} + 8'd128; 
always @* begin
    sig_out = temp2[7:0];
end
endmodule
`timescale 1ns / 1ps
module vol_reg(
    input wire rst,
    input wire clk_slow,
    input wire clk_fast,
    input wire start,
    input wire [7:0] sig_in,
    output reg [7:0] sig_out
  );
  reg [7:0] sig_out_nxt;
  reg [2:0] state, state_nxt;
  reg [9:0] ctr, ctr_nxt;
  reg start_int_nxt, start_int, start_prev; 
  localparam  IDLE = 3'b000,
              RING = 3'b001,
              CLR_CTR = 3'b10,
              WAIT = 3'b11;
always @(posedge clk_slow) begin
    if(rst) begin
      start_int <= 1'b0;
      start_prev <= 1'b0;
    end
    else begin
      start_int <= start_int_nxt;
      start_prev <= start;
    end
end
always @* begin
  if(start && ~start_prev) start_int_nxt = 1'b1;
  else start_int_nxt = 1'b0;
end
always @(posedge clk_fast)
  begin
    if(rst) sig_out <= 0;
    else    sig_out <= sig_out_nxt;
  end
  always @(posedge clk_slow)
  begin
    if(rst)
    begin
      state <= 0;
      ctr <= 0;
    end
    else
    begin
      state <= state_nxt;
      ctr <= ctr_nxt;
    end
  end
  always @*
  begin
    state_nxt = state;
    ctr_nxt = 10'b0;
    sig_out_nxt = 0;
    case(state)
      IDLE:
        if(start)
          state_nxt = RING;
        else 
          state_nxt = IDLE;
      RING:
      begin
        if(ctr==10'd100)
          state_nxt = CLR_CTR;
        else 
          state_nxt = state;
        ctr_nxt = ctr + 1;
        sig_out_nxt = sig_in;
      end
      CLR_CTR: begin
        state_nxt = WAIT;
        sig_out_nxt = 0;
      end
      WAIT:
      begin
        if(ctr==10'd300)
          state_nxt = IDLE;
        else 
          state_nxt = state;
        ctr_nxt = ctr + 1;
      end
    endcase
  end
  endmodule
`timescale 1ns / 1ps
module whistle(
    input wire rst,
    input wire clk,
    input wire start,
    output wire gain,
    output wire shut_down_n,
    output wire a_out
    );
wire clk12M5Hz, clk390kHz;
wire rst_d, rst_dd, rst_lf, clk100Hz;
assign gain = 1'b0;
assign shut_down_n = 1'b1;
reg rst_int, rst_int2, rst_int3;
always @(posedge clk) begin
    rst_int3 <= rst;
    rst_int2 <= rst_int3;
    rst_int <= rst_int2;
end
clk_divider #(
    .FREQ(12_500_000),
    .SRC_FREQ(100_000_000)
)
gen_clk(
    .clk_in(clk),
    .rst(rst_int),
    .clk_div(clk12M5Hz),
    .count(),
    .rst_d(rst_d)
);
clk_divider #(
    .FREQ(390_625),
    .SRC_FREQ(12_500_000)
)
lf_clk(
    .clk_in(clk12M5Hz),
    .rst(rst_d),
    .clk_div(clk390kHz),
    .count(),
    .rst_d(rst_lf)
);
clk_divider #(
    .FREQ(100),
    .SRC_FREQ(12_500_000)
)
reg_clk(
    .clk_in(clk12M5Hz),
    .rst(rst_d),
    .clk_div(clk100Hz),
    .count(),
    .rst_d(rst_dd)
);
wire en;
wire [21:0] sin_1, sin_2;
wire [7:0] sin_digit, sig_out;
sine_gen #(.SEED(22'b00_11100110011110010100))
my_sine_gen_1(
    .rst(rst_d),
    .clk(clk12M5Hz),
    .sig_out(),
    .en_pwm(en),
    .signal(sin_1)
);
sine_gen #(.SEED(22'b00_11111010100101111111))
my_sine_gen_2(
    .rst(rst_lf),
    .clk(clk390kHz),
    .sig_out(),
    .en_pwm(),
    .signal(sin_2)
);
pwm my_pwm(
    .in(sig_out),
    .en(en),
    .clk(clk12M5Hz),
    .rst(rst_d),
    .out(a_out)
);
mixer my_mixer(
    .rst(rst_d),
    .clk(clk12M5Hz),
    .sine_1(sin_1[21:14]),
    .sine_2(sin_2[21:14]),
    .mixed_out(sin_digit)
);
vol_reg my_vol_reg(
    .rst(rst_dd),
    .clk_slow(clk100Hz),
    .clk_fast(clk12M5Hz),
    .start(start),
    .sig_in(sin_digit),
    .sig_out(sig_out)
);
endmodule
`timescale 1ns / 1ns
module clk_divider
    # ( parameter
        FREQ = 100,  
        SRC_FREQ = 100_000_000  
    )
    (
        input  wire clk_in,  
        input  wire rst,        
        output reg  clk_div,     
        output reg rst_d,
		output reg [clog2((SRC_FREQ / FREQ)/2)-1:0]	count
    );
    localparam DIVISOR = SRC_FREQ / FREQ;
    localparam LOOP_COUNTER_AT = DIVISOR / 2 ;
    reg rst_d_nxt;
    always @(posedge(clk_in))
    begin
        if(rst) rst_d <= 1;
        else rst_d <= rst_d_nxt;
    end
    always @*
    begin
        if(clk_div==1'b1) rst_d_nxt <= 0;
        else rst_d_nxt <= rst_d;
    end
    always @( posedge(clk_in), posedge(rst) )
    begin
        if(rst)
        begin : counter_reset
            count   <= #1 0;
            clk_div <= #1 1'b0;
        end
        else
        begin : counter_operate
            if (count == (LOOP_COUNTER_AT - 1))
            begin : counter_loop
                count   <= #1 0;
                clk_div <= #1 ~clk_div;
            end
            else
            begin : counter_increment
                count   <= #1 count + 1;
                clk_div <= #1 clk_div;
            end
        end
    end
    function integer clog2(input integer number);
        begin
            clog2 = 0;
            while (number)
            begin
                clog2  = clog2 + 1;
                number = number >> 1;
            end
        end
    endfunction
endmodule
==> changes_impl.md <==
## Implementation

* Total GRT Usage at 12.6%
* Antenna cells at 0
* Post-synthesis async set-or-reset flop share at 24.6%
* First-pass GRT wire length at 84900 um
* Core box area at 83600 um^2
* Crit end category: register
* Routed WL per cell at 13.4 um
* Area of the mapped netlist at 25300 um^2
* Post-synth cell types at 75
* Post-Synth Adder-Cell Area at 53.8%
* IR drop worst, VDD at 0.535 mV
* Starting Density at 30.3%
* Final core utilization at 32.1%
* HPWL after DPL at 43500 um
* PD cells at 40.2 nW/um^2
* # setup viols final at 0
* AO/OA Area Share at 7.48%
* Via density at 4.39
* Worst-margin pin slew at 0.731 ns
* Final Cell Area at 26800 um^2
* Clk latency late pin at 0.23 ns
* Die area at 85600 um^2
* RSZ-0062 raised after global routing: no
* Slew HR at 50.9%
* Gpl congestion at 0.915
* Crit Path Class: register to register
* Overall Power at 1080 uW
* Hold WC Path Type: register to async pin
* Postcts setup bufs at 0
* Status: finished, final reports clean
* Maxcap violations at 0
* Pins Over Slew Limit at 0
* Pin count of the biggest net entering global routing at 61
* CTS root buf: clkbuf_16
* Clock Tree Buf Depth at 2
* Via count at 16000
* Leakage power at 0.0132 uW
* Yosys Instances at 2562
* Register pins left without a clock at 175
* Endpoints left unconstrained at 176
* Basic Gates by Area at 8.73%
* Cell row count at 106
* Final min period at 0.932 ns
* Log Warnings at 36
* Mux cell area share after synthesis at 0.0840%
* Clock skew at 0.00546 ns
* Mean post-synth cell area at 9.89 um^2
* Layout area overhead at 5.76%
* DRT iter0 DRCs at 553
* Vias in the first global route at 16800
* Seq share, synth at 15.4%
* Ys flops at 183
* Final hold viol count at 0
* CTS buffer count at 3
* Area leader, netlist: fa_1
* Worst-path clk slew at 0.04 ns
* Count of library flops with an enable pin at 0
* Yosys warning total at 10
* CTS tree: done
* Synth top area share at 32.9%
* Initial antenna violation count at 0
* FF/Latch Area at 3890 um^2
* Main logic family: adder cells
* Filler Cells Inserted at 8492
* Commonest Layout Cell: inv_1
* Layout cell share with drive strength beyond 1 at 1.76%
* H-tree levels at 1
* WHS at 0.0653 ns
* Yosys Chip Area at 25300 um^2
* Crit path DRT at 1.11 ns
* Fmax at 1070 MHz
* Placed Area at 26700 um^2
* Final WL at 48800 um
* Most frequent logic cells in the routed design: 624 x inv_1, 423 x ha_1, 416 x fa_1
* Period utilisation layout at 93.2%
* Crit path DAT at 1.04 ns
* Num ports at 6
* Crit-path max FO at 3
* CP Launch Type: register
* GRT overflow at 0
* Logic area at 19000 um^2
* Cells after synthesis at 2562
* DRC at 0
* Post-cts hold-fix buffer tally at 0
* PostCTS Resize Cnt at 0
* XOR Share, Synth at 5.01%
* Die height at 293 um
* Final TNS setup at 0 ns
* Buffers added on ports at 3
* Die X at 293 um
* Drt first pass iters at 5
* Ys flop type: dfxtp_1
* Cell area leaders: fa_1 33%, ha_1 21%, dfxtp_1 11%
* Antenna viol nets, final at 0
[registers in the layout, indices dropped and copies added, names as in the netlist, 3 cells and up]
name	cells
gen_clk.count	3
my_sine_gen_1.my_clk_div.count	8
my_vol_reg.sig_out	8
my_vol_reg.ctr	10
my_pwm.ctr	8
lf_clk.count	5
my_mixer.mixed_out	8
my_sine_gen_2.my_clk_div.count	8
reg_clk.count	16
my_vol_reg.state	4
[per-stage QoR]
| stage | std cells | setup slack [ns] |
|---|---|---|
| after floorplan | 2562 | 0.0885 |
| after global placement | 3637 | 0.108 |
| after detailed placement | 3637 | 0.0989 |
| after CTS | 3641 | 0.0683 |
| after global routing | 3641 | 0.0243 |
| final | 3641 | 0.0675 |
[power breakdown]
| group | switching (uW) | total [uW] | internal, uW |
|---|---|---|---|
| clock network | 144 | 674 | 530 |
| logic | 48.4 | 68.5 | 20.1 |
| registers | 3.57 | 335 | 332 |
| total | 196 | 1080 | 881 |
[path summary, 6_finish.rpt]
| check | endpoint | from | depth (start not counted) | slack, ns |
|---|---|---|---|---|
| max | gen_clk.count[1]$_DFF_PP0_ | gen_clk.count[0]$_DFF_PP0_ | 3 | 0.07 |
| min | gen_clk.clk_div$_DFFE_PP0P_ | rst_int$_DFF_P_ | 1 | 0.07 |
| max reg2reg | gen_clk.count[1]$_DFF_PP0_ | gen_clk.count[0]$_DFF_PP0_ | 3 | 0.07 |
| min reg2reg | gen_clk.clk_div$_DFFE_PP0P_ | rst_int$_DFF_P_ | 1 | 0.07 |
| max in group asynchronous | gen_clk.clk_div$_DFFE_PP0P_ | rst_int$_DFF_P_ | 1 | 0.76 |
| min in group clk0 | rst_int2$_DFF_P_ | rst_int3$_DFF_P_ | 0 | 0.32 |
[cell families (layout without fill, tap and decap cells)]
logic type,after synthesis,count (layout)
buffers and inverters,641,640
other,2,2
DFF,183,183
muxes,2,2
xor gates and xnor gates,145,145
and+or+nand+nor,471,471
AOI/OAI and AO/OA,279,279
adders and majority gates,839,839
[cell usage after synthesis, types with 3 or more instances]
cell type and n:
o21ai_2 3, xor2_1 56, o21ai_1 4, o21a_1 14, o221ai_1 3, nor4_1 7
dfrtp_1 45, xnor2_1 89, o31ai_1 6, and3_1 16, o21ai_0 50, o211ai_1 8
ha_1 423, or3_1 3, or4_1 3, a21o_1 32, clkbuf_1 13, nand2b_1 14
a21oi_1 81, a31oi_1 9, and2_1 24, inv_1 624, o21ba_2 3, nor3b_1 4
nand2_1 104, dfxtp_1 138, nand3_1 42, a31o_2 3, nand4_1 11, or2_2 6
nor2b_1 37, nor3_1 14, a211oi_1 14, o21bai_1 15, fa_1 416, nor2_1 176
a211o_1 4
[layer usage]
layer | track usage [%] | routed length (um) | vias to the layer above
li1 | - | - | 8029
met5 | 0 | 0 | -
met2 | 19.9 | 22500 | 298
met4 | 0.868 | 418 | 0
met3 | 3.80 | 3140 | 16
met1 | 18.4 | 22800 | 7626
[worst max-delay path, cell delays in order, from the launching register on]
cell and delay (ns):
dfrtp_1 0.35, ha_1 0.20, nand2_1 0.09, and2_1 0.17
[layout make-up]
class	count	area share (%)
Clock buffer	4	0.294
Inverter	626	8.79
Multi-Input combinational cell	1738	71.0
Sequential cell	183	14.5
Tap cell	1080	5.05
Timing Repair Buffer	10	0.308
Power is estimated from default activity; no workload was simulated.
