$ cat design.v
`timescale 1 ns / 1 ps
module ball_pos_ctrl(
    input wire rst,
    input wire clk,
    input wire pl1_col,
    input wire pl2_col,
    input wire net_col,
    input wire [11:0] pl1_posx,
    input wire [11:0] pl1_posy,
    input wire [11:0] pl2_posx,
    input wire [11:0] pl2_posy,
    input wire ovr_touch,
    input wire last_touch,
    output wire gnd_col,
    output wire [11:0] ball_posx_out,
    output wire [11:0] ball_posy_out
  );
  reg pl1_col_d, pl1_col_d_nxt, pl2_col_d, pl2_col_d_nxt,net_col_d_nxt,net_col_d;
  wire [11:0] pl1_posx_int,  pl1_posy_int, pl2_posx_int,  pl2_posy_int;
  reg [3:0] ball_state, ball_state_nxt;
  wire clk100Hz, rst_d;
  wire [18:0] div_count;
  reg ovr_touch_d_nxt , ovr_touch_d; 
  wire [12:0] vel_x_calc, vel_y_calc;
  reg signed	[12:-7] vel_x, vel_x_nxt;
  reg signed 	[12:-7] vel_y, vel_y_nxt;
  wire wall_col;
  localparam GND_LVL = 750;
  localparam 	signed 	PL_CENTER_POSX = 13'd38,
              PL_CENTER_POSY = 13'd70,  
              BALL_CENTER_POS = 13'd32;
  reg signed	[12:-7] ball_posx, ball_posx_nxt;
  reg signed 	[12:-7] ball_posy, ball_posy_nxt;
  reg [10:0] ghost_timer, ghost_timer_nxt;
  reg ghost_time_done;
  localparam	PLAYER1 = 1'b0,
             PLAYER2 = 1'b1;
  localparam	BALL_SIZE = 64;
  localparam	START_POSX_PL1 	= 12'd250,
             START_POSX_PL2 	= 12'd774,
             START_POSY 		= 12'd555;
  localparam 	NON_COL = 3'b000,
              PL1_COL = 3'b001,
              PL2_COL = 3'b010,
              WALL_COL= 3'b011,
              GND_COL = 3'b100,
              NET_COL = 3'b110;
  reg [2:0] last_collision, last_collision_nxt;
  localparam 	HANG = 4'b0000,
              BOUNCE = 4'b0010,
              FLIGHT = 4'b0100,
              WAIT = 4'b1000;
  reg [7:0] timer, timer_nxt;
  wire timer_done;
  clk_divider #(.FREQ(100), .SRC_FREQ(65_000_000)) my_clk_divider(
                .clk_in(clk),
                .rst(rst),
                .clk_div(clk100Hz),
                .count(div_count),
                .rst_d(rst_d)
              );
  always @(posedge clk)
  begin
    if(rst)
      pl1_col_d <= 0;
    else
      pl1_col_d <= pl1_col_d_nxt;
  end
  always @(posedge clk)
  begin
    if(rst)
      pl2_col_d <= 0;
    else
      pl2_col_d <= pl2_col_d_nxt;
  end
  always @(posedge clk)
  begin
    if(rst)
      net_col_d <= 0;
    else
      net_col_d <= net_col_d_nxt;
  end
  always @(posedge clk)
  begin
    if(rst)
      ovr_touch_d <= 0;
    else
      ovr_touch_d <= ovr_touch_d_nxt;
  end
  always @*
  begin
    if(pl1_col)
      pl1_col_d_nxt = 1;
    else if(ball_state==BOUNCE || ball_state==WAIT)
      pl1_col_d_nxt = 0;
    else
      pl1_col_d_nxt = (div_count==16'hFFFF && ~clk100Hz) ? 0 : pl1_col_d;
  end
  always @*
  begin
    if(net_col)
      net_col_d_nxt = 1;
    else if(ball_state==BOUNCE || ball_state==WAIT)
      net_col_d_nxt = 0;
    else
      net_col_d_nxt = (div_count==16'hFFFF && ~clk100Hz) ? 0 : net_col_d;
  end
  always @*
  begin
    if(pl2_col)
      pl2_col_d_nxt = 1;
    else if(ball_state==BOUNCE || ball_state==WAIT)
      pl2_col_d_nxt = 0;
    else
      pl2_col_d_nxt = (div_count==16'hFFFF && ~clk100Hz) ? 0 : pl2_col_d;
  end
  always @*
  begin
    if(ovr_touch)
      ovr_touch_d_nxt = 1;
    else if(ball_state==BOUNCE || ball_state==WAIT)
      ovr_touch_d_nxt = 0;
    else
      ovr_touch_d_nxt = (div_count==19'hFFFFF && ~clk100Hz) ? 0 : ovr_touch_d;
  end
  delay #(.WIDTH(48), .CLK_DEL(3)) my_delay_inst(
          .din({pl1_posx, pl1_posy, pl2_posx, pl2_posy}),
          .dout({pl1_posx_int, pl1_posy_int, pl2_posx_int, pl2_posy_int}),
          .clk(clk100Hz),
          .rst(rst_d)
        );
  assign ball_posx_out = ball_posx[11:0];
  assign ball_posy_out = ball_posy[11:0];
  always @(posedge clk100Hz)
  begin
    if(rst_d)
      ball_state <= HANG;
    else
      ball_state <= ball_state_nxt;
  end
  always @*
  begin
    case(ball_state)
      HANG:
      begin
        if((pl1_col_d || pl2_col_d) && ghost_time_done)
          ball_state_nxt=BOUNCE;
        else
          ball_state_nxt=HANG;
      end
      BOUNCE:
          ball_state_nxt=FLIGHT;
      FLIGHT:
      begin
        if(gnd_col || ovr_touch_d)
          ball_state_nxt=WAIT;
        else if((pl1_col_d || pl2_col_d) && ghost_time_done)
          ball_state_nxt=BOUNCE;
        else if(wall_col || (net_col_d && ghost_time_done) )
          ball_state_nxt=BOUNCE;
        else
          ball_state_nxt=FLIGHT;
      end
      WAIT:
      begin
        if(timer_done)
          ball_state_nxt=HANG;
        else
          ball_state_nxt=WAIT;
      end
      default:
        ball_state_nxt=ball_state;
    endcase
  end
  always @(posedge clk100Hz)
  begin
    if(rst_d)
      last_collision <= 3'b0;
    else
      last_collision <= last_collision_nxt;
  end
  always @*
  begin
    case(ball_state)
      HANG:
        last_collision_nxt = 	pl1_col_d ? PL1_COL :
          pl2_col_d ? PL2_COL : NON_COL;
      FLIGHT:
        last_collision_nxt = 	pl1_col_d ? PL1_COL :
          pl2_col_d ? PL2_COL :
            wall_col  ? WALL_COL :
                net_col_d ?  NET_COL :
                    GND_COL ? GND_COL : NON_COL;
      BOUNCE:
        last_collision_nxt = NON_COL;
      WAIT:
        last_collision_nxt = NON_COL;
      default:
        last_collision_nxt = last_collision;
    endcase
  end
  assign wall_col = ((ball_posx_nxt[12:0] <= 5) || (ball_posx_nxt[12:0] >= 1018 - BALL_SIZE));
  assign gnd_col = (ball_posy_nxt[12:0] >= GND_LVL - BALL_SIZE) && ~ball_posy_nxt[12];
  always @(posedge clk100Hz)
  begin
    if(rst_d)
      ball_posx <= {START_POSX_PL1, 7'b0};
    else
      ball_posx <= ball_posx_nxt;
  end
  always @(posedge clk100Hz)
  begin
    if(rst_d)
      ball_posy <= {START_POSY, 7'b0};
    else
      ball_posy <= ball_posy_nxt;
  end
  always @*
  begin
    case(ball_state)
      HANG:
      begin
        ball_posx_nxt = {(last_touch==PLAYER1) ?  START_POSX_PL1 : START_POSX_PL2, 7'b0};
        ball_posy_nxt = {START_POSY, 7'b0};
      end
      FLIGHT:
      begin
        ball_posx_nxt = ball_posx + vel_x;
        ball_posy_nxt = ball_posy + ~vel_y + 1;
      end
      default:
      begin
        ball_posx_nxt = ball_posx;
        ball_posy_nxt = ball_posy;
      end
    endcase
  end
  always @(posedge clk100Hz)
  begin
    if(rst_d)
    begin
      vel_x <= 0;
      vel_y <= 0;
    end
    else
    begin
      vel_x <= vel_x_nxt;
      vel_y <= vel_y_nxt;
    end
  end
  assign vel_x_calc = (~{1'b0, ((last_collision==PL1_COL) ? pl1_posx_int : pl2_posx_int)} +   ball_posx[12:0]  + (BALL_CENTER_POS + 1 - PL_CENTER_POSX));
  assign vel_y_calc = ( {1'b0, ((last_collision==PL1_COL) ? pl1_posy_int : pl2_posy_int)} + ~(ball_posy[12:0]) + (PL_CENTER_POSY + 1 - BALL_CENTER_POS));
  always @*
  begin
    case(ball_state)
      BOUNCE:
      begin
        case(last_collision)
          PL1_COL :
          begin
            vel_x_nxt = vel_x_calc[12] ? {3'hF, vel_x_calc, 4'b0} : {3'h0, vel_x_calc, 4'b0};
            vel_y_nxt = vel_y_calc[12] ? {3'hF, vel_y_calc, 4'b0} : {3'h0, vel_y_calc, 4'b0};
          end
          PL2_COL:
          begin
            vel_x_nxt = vel_x_calc[12] ? {3'hF, vel_x_calc, 4'b0} : {3'h0, vel_x_calc, 4'b0};
            vel_y_nxt = vel_y_calc[12] ? {3'hF, vel_y_calc, 4'b0} : {3'h0, vel_y_calc, 4'b0};
          end
          WALL_COL:
          begin
            vel_x_nxt = ~vel_x + 1;
            vel_y_nxt = vel_y;
          end
          NET_COL:
          begin
          if( ball_posy <= $signed(450) )begin
                vel_x_nxt = vel_x;
                vel_y_nxt = ~vel_y+1;
          end
            else begin
                vel_x_nxt = ~vel_x+1 ;
                vel_y_nxt = vel_y;
            end
          end
          default:
          begin
            vel_x_nxt = vel_x;
            vel_y_nxt = vel_y;
          end
        endcase
      end
      FLIGHT:
      begin
        vel_x_nxt = vel_x;
        if(vel_y<=$signed(20'hFFE8F))
          vel_y_nxt = vel_y;
        else
          vel_y_nxt = vel_y  - 20'b10000;  
      end
      default:
      begin
        vel_x_nxt = 0;
        vel_y_nxt = 0;
      end
    endcase
  end
  always @(posedge clk100Hz)
  begin
    if(rst_d)
      timer <= 0;
    else
      timer <= timer_nxt;
  end
  always @*
  begin
    case(ball_state)
      WAIT:
      begin
        timer_nxt = timer + 1;
      end
      default:
      begin
        timer_nxt = 0;
      end
    endcase
  end
  assign timer_done = (timer==8'd250);
  always @(posedge clk100Hz)
  begin
    if(rst_d)
      ghost_timer <= 0;
    else
      ghost_timer <= ghost_timer_nxt;
  end
  always @*
  begin
    case(ball_state)
      BOUNCE:
      begin
        ghost_time_done = 0;
        ghost_timer_nxt = 0;
      end
      FLIGHT, HANG:
      begin
        ghost_time_done = (ghost_timer=='d5);
        if(!ghost_time_done)
          ghost_timer_nxt = ghost_timer + 1;
        else
          ghost_timer_nxt = ghost_timer;
      end
      default:
      begin
        ghost_timer_nxt = 0;
        ghost_time_done = 0;
      end
    endcase
  end
endmodule
`timescale 1ns / 1ns
module clk_divider
    # ( parameter
        FREQ = 100,  
        SRC_FREQ = 100_000_000  
    )
    (
        input  wire clk_in,  
        input  wire rst,        
        output reg  clk_div,     
        output reg rst_d,
		output reg [clog2((SRC_FREQ / FREQ)/2)-1:0]	count
    );
    localparam DIVISOR = SRC_FREQ / FREQ;
    localparam LOOP_COUNTER_AT = DIVISOR / 2 ;
    reg rst_d_nxt;
    always @(posedge(clk_in))
    begin
        if(rst) rst_d <= 1;
        else rst_d <= rst_d_nxt;
    end
    always @*
    begin
        if(clk_div==1'b1) rst_d_nxt <= 0;
        else rst_d_nxt <= rst_d;
    end
    always @( posedge(clk_in), posedge(rst) )
    begin
        if(rst)
        begin : counter_reset
            count   <= #1 0;
            clk_div <= #1 1'b0;
        end
        else
        begin : counter_operate
            if (count == (LOOP_COUNTER_AT - 1))
            begin : counter_loop
                count   <= #1 0;
                clk_div <= #1 ~clk_div;
            end
            else
            begin : counter_increment
                count   <= #1 count + 1;
                clk_div <= #1 clk_div;
            end
        end
    end
    function integer clog2(input integer number);
        begin
            clog2 = 0;
            while (number)
            begin
                clog2  = clog2 + 1;
                number = number >> 1;
            end
        end
    endfunction
endmodule
`timescale 1ns / 1ps
module delay
    #( parameter
        WIDTH   = 8,  
        CLK_DEL = 1   
    )
    (
        input  wire                   clk,  
        input  wire                   rst,  
        input  wire [ WIDTH - 1 : 0 ] din,  
        output wire [ WIDTH - 1 : 0 ] dout  
    );
    reg [ WIDTH - 1 : 0 ] del_mem [ CLK_DEL - 1 : 0 ];
    assign dout = del_mem[ CLK_DEL - 1 ];
    always @(posedge clk)
    begin:delay_stage_0
        if(rst)
            del_mem[0] <= 0;
        else
            del_mem[0] <= din;
    end
    genvar                   i;
    generate
        for (i = 1; i < CLK_DEL ; i = i + 1 )
        begin:delay_stage
            always @(posedge clk)
            begin
                if(rst)
                    del_mem[i] <= 0;
                else
                    del_mem[i] <= del_mem[i-1];
            end
        end
    endgenerate
endmodule
$ cat run.sh
#!/bin/bash
# OpenROAD 26Q1-2900-gdf79404cd8, Yosys 0.63+post, stock flow scripts
make -C /OpenROAD-flow-scripts/flow DESIGN_CONFIG=/design/flow/config.mk WORK_HOME=/design/flow/orfs finish
$ cat config.mk
export PLATFORM = sky130hd
export DESIGN_NAME = ball_pos_ctrl
export DESIGN_NICKNAME = ball_pos_ctrl
export VERILOG_FILES = /design/flow/design.v
export SDC_FILE = /design/flow/constraint.sdc
export NUM_CORES = 4
export LEC_CHECK = 1
export CORE_UTILIZATION = 30
$ cat constraint.sdc
current_design ball_pos_ctrl

set clk_period 11.3
set clk_io_pct 0.2

create_clock -name clk0 -period $clk_period [get_ports {clk}]

set non_clock_inputs [all_inputs -no_clocks]
set_input_delay [expr $clk_period * $clk_io_pct] -clock clk0 $non_clock_inputs
set_output_delay [expr $clk_period * $clk_io_pct] -clock clk0 [all_outputs]
==> results.json <==
{
  "worst_setup_path_start_kind": "input port",
  "seq_area_um2": 5590,
  "grt_first_pass_wirelength_um": 53600,
  "postCtsHoldBufs": 0,
  "edf_count": 0,
  "yosys_warnings": 9,
  "max-clock-path-buffers": 2,
  "cp_max_fo": 21,
  "tool_warnings": 31,
  "cp.arrival_ns": 3.52,
  "syn_area_um2": 14100,
  "ys_area_um2": 14100,
  "yosysTopAreaCell": "dfxtp_1",
  "syn-mean-instance-area_um2": 8.75,
  "post-route-min-period_ns": 3.43,
  "ys_seq_elements": 274,
  "setup_tns_ns": 0,
  "io_pins": 80,
  "worstSetupPathType": "input port to flop",
  "cts_root_buffer": "clkbuf_16",
  "io_buffers": 79,
  "hold_viol_final": 0,
  "logic_area_um2": 7740,
  "drt-vias-per-instance": 4.92,
  "grt_max_degree": 88,
  "fin_skew_ns": 0.00158,
  "ir_worst_vdd_v": 0.0000561,
  "htreeDepth": 1,
  "coreArea_um2": 46600,
  "ys_seq_share_pct": 39.5,
  "worstHoldPathCells": 1,
  "maxSlewHeadroom_pct": 40.5,
  "post-route-period-util_pct": 30.3,
  "drc": 0,
  "place.gp.congestion": 0.887,
  "grt_overflow_total": 0,
  "endpoint_kind": "flop",
  "nFillCells": 4699,
  "maxCapViolCount": 0,
  "fp_util_pct": 30.4,
  "vias": 11000,
  "synth_stat.cells": 1616,
  "antenna_found_initial": 1,
  "clk_latency_ns": 0.25,
  "rows": 79,
  "grt_pass1_vias": 10200,
  "setup-violations-final": 0,
  "postRouteWirelength_um": 32900,
  "synth_top_area_share_pct": 36.0,
  "synthToLayoutAreaGrowth_pct": 9.05,
  "drtIter0Drc": 700,
  "outcome": "finished, final reports clean",
  "die_x_um": 219,
  "drive_gt1_share_pct": 4.25,
  "cts_tree": "yes",
  "synthCells": 1616,
  "ff_type": "dfxtp_1",
  "dieArea_um2": 48000,
  "hold_path.class": "flop to flop",
  "p_leak_nw": 5.74,
  "final-max-slew-violation-count": 0,
  "cts_resized": 0,
  "die_h_um": 219,
  "grt_usage_pct": 14.2,
  "rsz0062_at_grt": "no",
  "clk_pin_slew_worst_paths_ns": 0.06,
  "unclocked_pins": 249,
  "reg2reg_depth": 7,
  "n_antenna_cell": 0,
  "firstDrtPassIters": 5,
  "ant_nets": 0,
  "required_ns": 11.40,
  "max_slew.worst_pin.slew_ns": 0.889,
  "untimed_endpoints": 274,
  "place_hpwl_um": 25300,
  "cts_setup_buffers": 0,
  "powerDensity_nw_per_um2": 12.7,
  "wire_per_inst_um": 14.7,
  "cts_buffers": 3,
  "async_reset_ff_share_pct": 7.30,
  "whs_ns": 0.480,
  "yosys-top-cells-area": "dfxtp_1, ha_1, nor2b_1",
  "layout_top_cell": "dfxtp_1",
  "synth.distinct_cells": 92,
  "lay_top_cells": "dfxtp_1, nor2b_1, nor2_1",
  "fmax_ghz": 0.292
}
## through the flow
step                setup WS [ns]  instance area [µm²]  utilization, %  power [mW]  instances
CTS                          7.83                15400            33.1       0.197       2231
detailed placement           7.56                15300            33.0       0.122       2227
finish                       7.87                15400            33.1       0.196       2231
global placement             7.59                15300            33.0       0.121       2227
global route                 7.71                15400            33.1       0.203       2231
floorplan                    7.27                14100               -       0.101       1616
## per-layer routing
metal,vias to the layer above,GRT usage (%),routed length (µm)
li1,5642,-,-
met4,2,2.11,565
met5,-,0,7
met3,28,1.66,1550
met2,253,21.1,13800
met1,5045,22.7,16900
## registers in the layout, indices dropped and copies added, names as in the netlist, 8 cells and up
signal / cells
ball_posx: 13
vel_y: 13
my_clk_divider.count: 19
ghost_timer: 11
ball_posy: 13
my_delay_inst.del_mem: 144
vel_x: 13
timer: 8
## cell families (layout without fill, tap and decap cells)
kind of cell,after synthesis,count (layout),synth area share [%]
simple gates,601,601,21.9
compound gates,356,356,17.1
flops,274,274,39.5
buf+inv,183,191,5.80
fa+ha+maj,98,98,8.83
xor+xnor,78,78,4.83
mux,26,26,2.01
## cells in the mapped netlist (18+ instances only)
cell type	count
mux2_2	19
nor2b_1	152
a21oi_1	93
dfxtp_1	254
dfrtp_1	20
nor3_1	42
or3_1	18
inv_1	92
nand3_1	53
ha_1	95
a211oi_1	18
nor2_1	133
and3_1	20
xor2_1	38
a31oi_1	24
nand2_1	103
buf_4	24
o21ai_0	76
xnor2_1	40
clkbuf_1	57
## final cells by class
type	instances	area share (%)
multi-input combinational	1159	50.2
sequential	274	36.3
timing repair buffer	94	5.86
tap	607	4.92
inverter	93	2.26
clock buffer	4	0.511
## path summary, 6_finish.rpt
path	end	slack [ns]	start
max in group asynchronous	my_clk_divider.clk_div	8.17	rst
min reg2reg	my_clk_divider.count[0]	0.48	my_clk_divider.count[0]
max reg2reg	pl2_col_d	9.42	my_clk_divider.count[0]
max	my_clk_divider.rst_d	7.87	rst
min	my_clk_divider.count[0]	0.48	my_clk_divider.count[0]
min in group asynchronous	my_clk_divider.count[15]	2.56	rst
## critical path, cell delays in order
cell and delay (ns):
clkdlybuf4s50_1 0.48, inv_1 0.60, o21ai_0 0.18
## power by group
part	internal (mW)	leakage (nW)	switching, mW	total [mW]
logic	0.0210	3.38	0.00751	0.0285
registers	0.0900	2.32	0.00110	0.0911
clock network	0.0481	0.0382	0.0280	0.0761
total	0.159	5.74	0.0366	0.196
Power is estimated from default activity; no workload was simulated.
