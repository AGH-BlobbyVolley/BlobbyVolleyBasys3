### ./config.mk
export PLATFORM = sky130hd
export DESIGN_NAME = judge
export DESIGN_NICKNAME = judge
export VERILOG_FILES = /design/flow/design.v
export SDC_FILE = /design/flow/constraint.sdc
export NUM_CORES = 4
export LEC_CHECK = 1
export CORE_UTILIZATION = 30
### ./design.v
`timescale 1ns / 1ps
module judge(
    input wire clk,
    input wire rst,
    input wire gnd_col,
    input wire [11:0] yposball,
    input wire [11:0] xposball,
    input wire collisionsplayer1,
    input wire collisionsplayer2,
    output reg [3:0] score_player1,
    output reg [3:0] score_player2,
    output reg thirdtouched,
    output reg flag_point,
    output reg whistle,
    output reg endgame
  );
  reg whistle_nxt;
  reg [8:0] timer, timer_nxt, timer_wh, timer_wh_nxt;
  wire clk_div, rst_d;
  reg thirdtouched_nxt;
  reg endgame_nxt;
  reg flag_point_nxt;  
  reg [3:0] score_player1_nxt,score_player2_nxt;
  reg [3:0] state,state_nxt;
  reg [2:0] touchedplayer1 , touchedplayer1_nxt , touchedplayer2,touchedplayer2_nxt;
  wire timer_done, timer_wh_done;
  reg [24:0] counter, counter_nxt;
  clk_divider
    #(.FREQ(100), .SRC_FREQ(65_000_000))
    my_clk_divider (
      .clk_in(clk),
      .clk_div(clk_div),
      .rst(rst),
      .rst_d(rst_d)
    );
  localparam  PLAYINGFIELD1 = 500,
              PLAYINGFIELD2 = 523,
              GROUND_POSITION=750;
  localparam   START = 4'b1000,
               WAIT = 4'b1100,
               POINT = 4'b0001,
               GAMECONT = 4'b0010,
               ENDGAME = 4'b0100;
  always @(posedge clk )
  begin
    if(rst_d)
    begin
      score_player1<=4'b0000;
      score_player2<=0;
      flag_point<=1'b0;
      endgame<=1'b0;
      state<=START;
      touchedplayer1<=0;
      touchedplayer2<=0;
      thirdtouched<=0;
      counter <= 0;
    end
    else
    begin
      score_player1<=score_player1_nxt;
      score_player2<=score_player2_nxt;
      flag_point<=flag_point_nxt;
      endgame<=endgame_nxt;
      state<=state_nxt;
      touchedplayer1<=touchedplayer1_nxt;
      touchedplayer2<=touchedplayer2_nxt;
      thirdtouched<=thirdtouched_nxt;
      counter <= counter_nxt;
    end
  end
  always @*
  begin
    case(state)
      GAMECONT:
      begin
        if (gnd_col || touchedplayer1 == 4 || touchedplayer2 == 4 )
          state_nxt = POINT;
        else
          state_nxt = GAMECONT;
      end
      WAIT:
      begin
        if(timer_done)
          state_nxt = START;
        else
          state_nxt = WAIT;
      end
      POINT:
      begin
        state_nxt = WAIT;
      end
      ENDGAME:
      begin
        state_nxt=state;
      end
      START:
      begin
        if(score_player1==15 ||score_player2==15)
          state_nxt = ENDGAME;
        else if( collisionsplayer1 == 1 || collisionsplayer2 == 1)
          state_nxt = GAMECONT;  
        else
          state_nxt = START;
      end
      default:
        state_nxt=state;
    endcase
  end
  assign timer_done = (timer==9'd255);
  assign timer_wh_done = (timer_wh==9'd50);
  always @(posedge clk_div)
  begin
    if(rst_d)
    begin
      timer <= 0;
      timer_wh <= 0;
      whistle<=0;
    end
    else
    begin
      timer_wh <= timer_wh_nxt;
      timer <= timer_nxt;
      whistle<=whistle_nxt;
    end
  end
  always @*
  begin
    case(state)
      START:
        if(timer_wh_done) begin
          whistle_nxt = 1'b0;
          timer_wh_nxt = timer_wh;
        end
        else begin
          whistle_nxt = 1'b1;
          timer_wh_nxt = timer_wh + 1;
        end
      default: begin
        whistle_nxt = 1'b0;
        timer_wh_nxt = 10'b0;
      end
    endcase
  end
  always @*
  begin
    case(state)
      WAIT:
      begin
        timer_nxt = timer_done ? 0 : timer + 1;
      end
      default:
      begin
        timer_nxt = 0;
      end
    endcase
  end
  always @*
  begin
    touchedplayer1_nxt = touchedplayer1;
    touchedplayer2_nxt = touchedplayer2;
    score_player2_nxt=score_player2;
    score_player1_nxt=score_player1;
    flag_point_nxt= flag_point;
    endgame_nxt =  endgame;
    thirdtouched_nxt=thirdtouched;
    counter_nxt = counter ;
    case(state)
      GAMECONT :
      begin   
        counter_nxt = ( counter == 24'hF7F490 ) ? 0 : ( (counter == 0 && (collisionsplayer1 || collisionsplayer2)) || counter != 0  )? counter + 1 : counter;
        touchedplayer1_nxt = ( collisionsplayer1 && counter == 0 )? touchedplayer1 + 1 : ( collisionsplayer2 && touchedplayer1 < 4  )? 0 : touchedplayer1;
        touchedplayer2_nxt = ( collisionsplayer2 && counter == 0 )? touchedplayer2 + 1 : ( collisionsplayer1 && touchedplayer2 < 4  )? 0 : touchedplayer2;
        thirdtouched_nxt = ( touchedplayer2 > 3 || touchedplayer1 > 3 )? 1 : 0;
      end
      POINT:
      begin
        counter_nxt = 0;
        flag_point_nxt =  ( touchedplayer2 == 4 || ( gnd_col &&  xposball > PLAYINGFIELD2 )) ? 0 :
          ( touchedplayer1 == 4 || ( gnd_col && xposball < PLAYINGFIELD1 )  )? 1 : flag_point ;
        score_player2_nxt = (( touchedplayer1 == 4 || ( gnd_col && xposball < PLAYINGFIELD1) )&& flag_point == 1) ? score_player2 + 1 : score_player2;
        score_player1_nxt = (( touchedplayer2 == 4 ||  ( gnd_col && xposball > PLAYINGFIELD2 ) )&& flag_point == 0) ? score_player1 + 1 : score_player1;
      end
      START:
      begin
        touchedplayer1_nxt = 0;
        touchedplayer2_nxt = 0;
        thirdtouched_nxt=0;
      end
      ENDGAME:
      begin
        endgame_nxt = 1;
      end
      default:
      begin
        touchedplayer1_nxt = touchedplayer1;
        touchedplayer2_nxt = touchedplayer2;
        score_player2_nxt=score_player2;
        score_player1_nxt=score_player1;
        flag_point_nxt= flag_point;
        endgame_nxt =  endgame;
        thirdtouched_nxt=thirdtouched;
        counter_nxt = counter ;
      end
    endcase
  end
endmodule
`timescale 1ns / 1ns
module clk_divider
    # ( parameter
        FREQ = 100,  
        SRC_FREQ = 100_000_000  
    )
    (
        input  wire clk_in,  
        input  wire rst,        
        output reg  clk_div,     
        output reg rst_d,
		output reg [clog2((SRC_FREQ / FREQ)/2)-1:0]	count
    );
    localparam DIVISOR = SRC_FREQ / FREQ;
    localparam LOOP_COUNTER_AT = DIVISOR / 2 ;
    reg rst_d_nxt;
    always @(posedge(clk_in))
    begin
        if(rst) rst_d <= 1;
        else rst_d <= rst_d_nxt;
    end
    always @*
    begin
        if(clk_div==1'b1) rst_d_nxt <= 0;
        else rst_d_nxt <= rst_d;
    end
    always @( posedge(clk_in), posedge(rst) )
    begin
        if(rst)
        begin : counter_reset
            count   <= #1 0;
            clk_div <= #1 1'b0;
        end
        else
        begin : counter_operate
            if (count == (LOOP_COUNTER_AT - 1))
            begin : counter_loop
                count   <= #1 0;
                clk_div <= #1 ~clk_div;
            end
            else
            begin : counter_increment
                count   <= #1 count + 1;
                clk_div <= #1 clk_div;
            end
        end
    end
    function integer clog2(input integer number);
        begin
            clog2 = 0;
            while (number)
            begin
                clog2  = clog2 + 1;
                number = number >> 1;
            end
        end
    endfunction
endmodule
### ./constraint.sdc
current_design judge

set clk_period 3.7
set clk_io_pct 0.2

create_clock -name clk0 -period $clk_period [get_ports {clk}]

set non_clock_inputs [all_inputs -no_clocks]
set_input_delay [expr $clk_period * $clk_io_pct] -clock clk0 $non_clock_inputs
set_output_delay [expr $clk_period * $clk_io_pct] -clock clk0 [all_outputs]
### ./run.sh
#!/bin/bash
# OpenROAD 26Q1-2900-gdf79404cd8, Yosys 0.63+post, stock flow scripts
make -C /OpenROAD-flow-scripts/flow DESIGN_CONFIG=/design/flow/config.mk WORK_HOME=/design/flow/orfs finish
==> notes.md <==
fresh numbers from the pnr run: YS chip area=4200 µm², CP Max Fanout=4, Die Size=14480 µm², asr flop ratio synth=22.99%, fmax=0.4428 GHz, H-tree Lvls=3, post-route ant nets=0, Hold Crit Start=state[1], final std cells w/o fill=691, RD Place Congestion=0.8164, fin crit share=61.03%, VDD IR max=191.3 µV, chip width=120.3 µm, Worst Hold Margin=447.2 ps, R2R Path Start=counter[8], floorplan utilization=31.22%, First-pass DRT Iterations=4, crit path DRT=3960 ps, hold path endpoint=state[1], RSZ-0062 raised after global routing=false, pre-CTS setup slack=1139 ps, antenna violations before repair=0, PD cells=322.9 nW/µm², clk latency late pin=330 ps, Hold Path Depth=2, register pins left without a clock=19, Clock Path Buffers=2, minimum clock period=2258 ps, number of global-route vias before repair=3078, Worst-Margin Slew=692.9 ps, Worst Reg-to-Reg Cells=6, Final Util=36.81%, HPWL after DPL=5999 µm, commonest cells in the netlist=67 x dfxtp_1, 63 x nor2_1, 31 x nand2_1, crit start category=input port, clock slew at reported path FFs=50 ps, routed wire length=8448 µm, outcome=finished clean, Die Y-Extent=120.3 µm, Avg WL per Cell=12.23 µm, dominant synthesized flop cell=dfxtp_1, top-count cell post-synth=dfxtp_1, clk root buf=clkbuf_16, Log Warnings=43, cts bufs inserted=9, ys flops=87, Mapped Area=4200 µm², synthesis warning total=2, clock skew=8.616 ps, drt drc=0, I/O Buffers=26, Comb area=2205 µm², number of DRC markers in iteration 0=250, maxcap violations=0, synth unique cells=50, leakage=1.703 nW, CP Class=input port to flop, Max Slew Vio Count=0, first-pass GRT wire length=14360 µm, EDFF count, synth=0, Worst R2R Setup Slack=1510 ps, FP Rows=42, Filler Cell Count=1364, ys cells=482, Final WS setup=1442 ps, total core area=13450 µm², number of cells upsized or downsized after cts=0, largest net degree at the start of global routing=24, endpoints failing setup=0, Top cell area share=31.93%, placed cells=675, r2r endpoint=counter[8], Seq. cell area=1842 µm², Via Count=3397, cts hold-fix bufs=0, total gr overflow=0, Synth Area per Inst=8.714 µm², headroom to the max-slew limit=53.42%, Post-synth seq share=43.85%, Antenna Cells=0, Post-Synthesis Cells=482, setup TNS=0 ps, synth top area cells=dfxtp_1 32%, dfrtp_1 12%, nor2_1 5.6%, endpoints left unconstrained=20, Yosys top cell by area=dfxtp_1, area growth from synthesis to layout=17.90%, Hold Violations, Final=0, Setup Buffers After CTS=0, vias per cell=4.916, Min-Delay Path Class=flop to flop, Crit. End Element=flop, CTS tree=done, GRT Total Usage=12.25%, Worst EP arrival=2510 ps, layout cells sized above 1=5.631%, top-level I/O count=41
-- stage by stage --
| stage | power (mW) | area, µm² |
|---|---|---|
| 2_1_floorplan | 0.7587 | 4200 |
| 4_1_cts | 1.619 | 4952 |
| 3_3_place_gp | 0.7799 | 4658 |
| 6_report | 1.599 | 4952 |
| 3_5_place_dp | 0.7802 | 4658 |
| 5_1_grt | 1.653 | 4952 |
-- cell type report --
type,count,share of cell area (%)
clock buffer,10,4.624
clock inverter,6,1.314
inverter,25,1.895
multi-input combinational,356,44.52
sequential,87,37.19
tap,176,4.447
timing repair buffer,31,6.013
-- worst max-delay path by stage --
stage | endpoint | start | slack, ps | cells after the start
CTS | score_player1[3] | xposball[3] | 1460 | 6
global route | score_player1[1] | xposball[10] | 1300 | 6
finish | score_player1[3] | xposball[10] | 1440 | 6
-- cell families (layout without fill, tap and decap cells) --
logic type	count (synthesis)	after routing	synth area share, %
buf+inv	39	72	3.664
simple gates	217	217	27.08
xor+xnor	45	45	9.383
compound gates	76	76	10.84
mux	3	3	0.7150
fa+ha+maj	15	15	4.468
flops	87	87	43.85
-- per-layer routing --
metal / track usage, % / routed length [µm] / vias up
met5: 0 / 0 / -
met2: 19.25 / 3670 / 48
met1: 18.62 / 4332 / 1568
met3: 1.879 / 320 / 10
met4: 1.698 / 124 / 0
li1: - / - / 1771
-- state kept, by name (all words and copies together) (netlist names), 3 cells and up --
name and count:
my_clk_divider.count 19, timer 9, timer_wh 9, touchedplayer2 3
score_player1 4, counter 25, touchedplayer1 3, score_player2 4
state 5
-- layout by cell type (no fill, tap or decap), types with 5 or more instances in the layout --
cell             instances
a21oi_1                 30
and3_1                  12
buf_4                    5
clkbuf_16                9
clkdlybuf4s50_1         26
dfrtp_1                 20
dfxtp_1                 67
ha_1                    15
inv_1                   25
nand2_1                 31
nand3_1                 27
nand4_1                 18
nor2_1                  63
nor3_1                  11
nor4_1                  11
o211ai_1                 5
o21ai_0                 19
o31ai_1                  5
or3_1                   12
or4_1                    7
xnor2_1                 20
xor2_1                  25
-- report_power, final --
| group | total (mW) | switching (mW) | internal, mW | leakage (nW) |
|---|---|---|---|---|
| logic | 0.0291 | 0.0133 | 0.0157 | 0.763 |
| registers | 0.736 | 0 | 0.736 | 0.809 |
| clock network | 0.834 | 0.314 | 0.520 | 0.131 |
| total | 1.60 | 0.328 | 1.27 | 1.70 |
-- critical path, cell delays in order --
cell and delay (ps):
clkdlybuf4s50_1 480, nor3_1 90, a311oi_1 380, o21ai_0 270
or3_1 400, a21oi_1 140
Power figures rest on the tool's default switching activity, not on a simulated workload.
