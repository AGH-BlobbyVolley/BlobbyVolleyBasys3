## design.v

```verilog
module uart_demux (
    input wire [15:0] data,
    input wire clk,
    input wire rst,
    output reg [11:0] pl2_posx,
    output reg [11:0] pl2_posy,
    input wire conv8to16valid
  );
  localparam  PL2_POSX = 4'h1,
              PL2_POSY = 4'h2,
              SYNC = 4'hF;
reg [11:0] pl1_posx_nxt, pl1_posy_nxt, pl2_posx_nxt,
            pl2_posy_nxt, ball_posx_nxt, ball_posy_nxt;
reg [3:0] pl1_score_nxt, pl2_score_nxt;
reg flag_point_nxt, end_game_nxt;
  always @(posedge clk)
  begin
    if(rst)
    begin
      pl2_posx <= 12'b0;
      pl2_posy <= 12'b0;
    end
    else
    begin
      pl2_posx <= pl2_posx_nxt;
      pl2_posy <= pl2_posy_nxt;
    end
  end
  always @*
  begin
    pl2_posx_nxt = pl2_posx;
    pl2_posy_nxt = pl2_posy;
    if(conv8to16valid)
      case(data[15:12])
        PL2_POSX:
          pl2_posx_nxt = data[11:0];
        PL2_POSY:
          pl2_posy_nxt = data[11:0];
      endcase
  end
  endmodule
module uart_mux (
    input wire clk,
    input wire rst,
    input wire tx_done,
    input wire [11:0] pl1_posx,
    input wire [11:0] pl1_posy,
    input wire [11:0] ball_posx,
    input wire [11:0] ball_posy,
    input wire [3:0] pl1_score,
    input wire [3:0] pl2_score,
    input wire flag_point,
    input wire end_game,
    output reg [15:0] data,
    input wire whistle,
    input wire conv16to8ready
  );
  localparam  PL1_POSX = 4'h3,
              PL1_POSY = 4'h4,
              BALL_POSX = 4'h5,
              BALL_POSY = 4'h6,
              MATCH_CTRL = 4'h7;
  reg [3:0] sel, sel_nxt;
  always @(posedge clk)
  begin
    if(rst)
    begin
      sel <= 4'hF;
    end
    else
    begin
      sel <= sel_nxt;
    end
  end
  always @*
  begin
    sel_nxt = (tx_done & conv16to8ready) ? sel + 1 : sel;
  end
  reg [15:0] data_nxt;
  always @(posedge clk)
  begin
    if(rst)
    begin
      data <= 0;
    end
    else
    begin
      data <= data_nxt;
    end
  end
  always @*
  begin
    case(sel)
      PL1_POSX:
        data_nxt = {sel,pl1_posx};
      PL1_POSY:
        data_nxt = {sel,pl1_posy};
      BALL_POSX:
        data_nxt = {sel,ball_posx};
      BALL_POSY:
        data_nxt = {sel,ball_posy};
      MATCH_CTRL:
        data_nxt = {sel,1'b0,whistle,end_game,flag_point,pl2_score,pl1_score};
      default:
        data_nxt = {sel, 12'b0};
    endcase
  end
endmodule
`timescale 1 ns / 1 ps
module uart_top(
    input wire clk65MHz,
    input wire rst,
    output wire tx,
    input wire rx,
    input wire [11:0] xpos_mux,
    input wire [11:0] ypos_mux,
    input wire [11:0]ball_xpos,
    input wire [11:0]ball_ypos,
    input wire [3:0] score_pl1,
    input wire [3:0] score_pl2,
    input wire endgame,
    input wire whistle,
    input wire last_touch,
    output wire [11:0] pl2_posx,
    output wire [11:0] pl2_posy
  );
  wire [15:0] uart_to_reg, reg_to_uart;
  wire tx_done;
  wire conv8to16valid, conv16to8ready;
  uart my_uart (
         .clk(clk65MHz),
         .rst(rst),
         .rx(rx),
         .tx(tx),
         .tx_done(tx_done),
         .data_in(reg_to_uart),
         .data_out(uart_to_reg),
         .conv16to8ready(conv16to8ready),
         .conv8to16valid(conv8to16valid)
       );
  uart_demux my_uart_demux(
               .data(uart_to_reg),
               .clk(clk65MHz),
               .rst(rst),
               .pl2_posx(pl2_posx),
               .pl2_posy(pl2_posy),
               .conv8to16valid(conv8to16valid)
             );
  uart_mux my_uart_mux(
             .data(reg_to_uart),
             .clk(clk65MHz),
             .tx_done(tx_done),
             .rst(rst),
             .pl1_posx(xpos_mux),
             .pl1_posy(ypos_mux),
             .ball_posx(ball_xpos),
             .ball_posy(ball_ypos),
             .pl1_score(score_pl1),
             .pl2_score(score_pl2),
             .flag_point(last_touch),
             .end_game(endgame),
             .whistle(whistle),
             .conv16to8ready(conv16to8ready)
           );
endmodule
`timescale 1ns / 1ps
module conv16to8bit (
    input wire clk,
    input wire rst,
    input wire tick,
    output reg [7:0] dout,
    input wire [15:0] din,
    output reg ready
  );
  reg [7:0] dout_nxt;
  reg [1:0] word_nr, word_nr_nxt;
  reg ready_nxt;
  always @(posedge clk)
  begin
    if(rst) begin
      word_nr <= 0;
      ready <= 0;
    end
    else begin
      word_nr <= word_nr_nxt;
      ready <= ready_nxt;
    end
  end
  always @*
  begin
    if(tick) begin
      word_nr_nxt = word_nr + 1;
      if(word_nr==2'b11) ready_nxt = 1'b1;
      else ready_nxt = 1'b0;
    end
    else begin
      word_nr_nxt = word_nr;
      ready_nxt = ready;
    end
  end
  always @(posedge clk)
  begin
    if(rst)
      dout <= 0;
    else
      dout <= dout_nxt;
  end
  always @*
  begin
    case(word_nr)
      2'b00: dout_nxt = 8'h3F;
      2'b01: dout_nxt = {word_nr, din[15:12], 2'b0};
      2'b10: dout_nxt = {word_nr, din[11:6]};
      2'b11: dout_nxt = {word_nr, din[5:0] };
    endcase
  end
endmodule
`timescale 1ns / 1ps
module conv8to16bit (
    input wire clk,
    input wire rst,
    input wire clk_tick,
    input wire data_tick,
    input wire [7:0] din,
    output reg [15:0] dout,
    output reg valid
  );
  reg [1:0] word_nr, word_nr_nxt;
  reg [15:0] dout_nxt;
  reg valid_nxt;
  always @(posedge clk)
  begin
    if(rst)
      valid <= 0;
    else
      valid <= valid_nxt;
  end
  always @(posedge clk)
  begin
    if(rst)
      dout <= 0;
    else
      dout <= dout_nxt;
  end
  always @*
  begin
    dout_nxt = dout;
    valid_nxt = valid;
    if(data_tick)
      case(din[7:6])
        2'b00: begin
          dout_nxt = 16'hFFFF;
          valid_nxt = 1'b0;
        end
        2'b01: begin
          dout_nxt = {din[5:2], dout[11:0]};
          valid_nxt = 1'b0;
        end
        2'b10: begin
          dout_nxt = {dout[15:12], din[5:0], dout[5:0]};
          valid_nxt = 1'b0;
        end
        2'b11: begin 
          dout_nxt = {dout[15:6], din[5:0]};
          valid_nxt = 1'b1;
        end
      endcase
  end
endmodule
`timescale 1ns / 1ps
module mod_m_counter
   #(
    parameter N=4,  
              M=10  
   )
   (
    input wire clk, reset,
    output wire max_tick,
    output wire [N-1:0] q
   );
   reg [N-1:0] r_reg;
   wire [N-1:0] r_next;
   always @(posedge clk)
      if (reset)	r_reg <= 0;
      else			r_reg <= r_next;
   assign r_next = (r_reg==(M-1)) ? 0 : r_reg + 1;
   assign q = r_reg;
   assign max_tick = (r_reg==(M-1)) ? 1'b1 : 1'b0;
endmodule
`timescale 1ns / 1ps
module uart (
	input wire clk,
	input wire rst,
	input wire rx,
	output wire tx,
	output wire tx_done,
	input wire [15:0] data_in,
	output wire [15:0] data_out,
	output wire tick,
	output wire conv16to8ready,
	output wire conv8to16valid
);
localparam KEYWORD = 8'hFF;
wire rst_int;
reg con_broken, con_broken_nxt;
reg init_con, init_con_nxt;
reg [9:0] tick_cnt, tick_cnt_nxt;
wire rx_done;
wire [7:0] data_rx, data_tx, data_tx_int;
assign rst_int = rst || init_con;
always @(posedge clk)
  begin
    if(rst) begin
      tick_cnt <= 10'b0;
	  init_con <= 1'b1;
	end
    else begin
      tick_cnt <= tick_cnt_nxt;
	  init_con <= init_con_nxt;
	end
  end
always @*
begin
	if(con_broken) init_con_nxt = 1'b1;
	else if(~con_broken && tick_cnt>10'h32) init_con_nxt = 1'b0;
	else init_con_nxt = init_con;
end
  always @*
  begin
    if(tick)
    begin
      if(rx_done)
        tick_cnt_nxt = 10'b0;
      else
        tick_cnt_nxt = tick_cnt + 1;
    end
    else
      tick_cnt_nxt = tick_cnt;
  end
  always @(posedge clk)
  begin
    if(rst)
      con_broken <= 1'b1;
    else
      con_broken <= con_broken_nxt;
  end
  always @*
  begin
    if(con_broken==1'b1) begin
		if(rx_done && data_rx==KEYWORD) con_broken_nxt = 1'b0;
		else con_broken_nxt = con_broken;
	end
    else if(tick && tick_cnt==10'h3FF) con_broken_nxt = 1'b1;
    else con_broken_nxt = con_broken;
  end
mod_m_counter #(.N(6), .M(35))  
my_mod_m_counter(
	.clk(clk),
	.reset(rst),
	.max_tick(tick)
);
assign data_tx_int = init_con ? 8'hFF : data_tx; 
uart_rx my_uart_rx(
	.clk(clk),
	.reset(rst),
	.s_tick(tick),
	.dout(data_rx),
	.rx_done_tick(rx_done),
	.rx(rx)
);
uart_tx my_uart_tx(
	.clk(clk),
	.reset(rst),
	.s_tick(tick),
	.din(data_tx_int),
	.tx_start(1'b1),
	.tx_done_tick(tx_done),
	.tx(tx)
);
conv8to16bit my_conv8to16bit(
	.clk(clk),
	.rst(rst_int),
	.clk_tick(tick),
    .data_tick(rx_done),
	.din(data_rx),
	.dout(data_out),
	.valid(conv8to16valid)
);
conv16to8bit my_conv16to8bit(
	.clk(clk),
	.rst(rst_int),
	.tick(tx_done),
	.din(data_in),
	.dout(data_tx),
	.ready(conv16to8ready)
);
endmodule
module uart_rx
   #(
     parameter DBIT = 8,      
               SB_TICK = 16   
   )
   (
	input wire clk, reset,
	input wire rx, s_tick,
	output reg rx_done_tick,
	output wire [7:0] dout
   );
   localparam [1:0]
      idle  = 2'b00,
      start = 2'b01,
      data  = 2'b10,
      stop  = 2'b11;
   reg [1:0] state_reg, state_next;
   reg [3:0] s_reg, s_next;
   reg [2:0] n_reg, n_next;
   reg [7:0] b_reg, b_next;
   always @(posedge clk, posedge reset)
      if (reset)
         begin
            state_reg <= idle;
            s_reg <= 0;
            n_reg <= 0;
            b_reg <= 0;
         end
      else
         begin
            state_reg <= state_next;
            s_reg <= s_next;
            n_reg <= n_next;
            b_reg <= b_next;
         end
   always @*
   begin
      state_next = state_reg;
      rx_done_tick = 1'b0;
      s_next = s_reg;
      n_next = n_reg;
      b_next = b_reg;
      case (state_reg)
         idle:
            if (~rx)
               begin
                  state_next = start;
                  s_next = 0;
               end
         start:
            if (s_tick)
               if (s_reg==7)
                  begin
                     state_next = data;
                     s_next = 0;
                     n_next = 0;
                  end
               else
                  s_next = s_reg + 1;
         data:
            if (s_tick)
               if (s_reg==15)
                  begin
                     s_next = 0;
                     b_next = {rx, b_reg[7:1]};
                     if (n_reg==(DBIT-1))
                        state_next = stop ;
                      else
                        n_next = n_reg + 1;
                   end
               else
                  s_next = s_reg + 1;
         stop:
            if (s_tick)
               if (s_reg==(SB_TICK-1))
                  begin
                     state_next = idle;
                     rx_done_tick =1'b1;
                  end
               else
                  s_next = s_reg + 1;
      endcase
   end
   assign dout = b_reg;
endmodule
module uart_tx
   #(
     parameter DBIT = 8,      
               SB_TICK = 16   
   )
   (
    input wire clk, reset,
    input wire tx_start, s_tick,
    input wire [7:0] din,
    output reg tx_done_tick,
    output wire tx
   );
   localparam [1:0]
      idle  = 2'b00,
      start = 2'b01,
      data  = 2'b10,
      stop  = 2'b11;
   reg [1:0] state_reg, state_next;
   reg [3:0] s_reg, s_next;
   reg [2:0] n_reg, n_next;
   reg [7:0] b_reg, b_next;
   reg tx_reg, tx_next;
   always @(posedge clk, posedge reset)
      if (reset)
         begin
            state_reg <= idle;
            s_reg <= 0;
            n_reg <= 0;
            b_reg <= 0;
            tx_reg <= 1'b1;
         end
      else
         begin
            state_reg <= state_next;
            s_reg <= s_next;
            n_reg <= n_next;
            b_reg <= b_next;
            tx_reg <= tx_next;
         end
   always @*
   begin
      state_next = state_reg;
      tx_done_tick = 1'b0;
      s_next = s_reg;
      n_next = n_reg;
      b_next = b_reg;
      tx_next = tx_reg ;
      case (state_reg)
         idle:
            begin
               tx_next = 1'b1;
               if (tx_start)
                  begin
                     state_next = start;
                     s_next = 0;
                     b_next = din;
                  end
            end
         start:
            begin
               tx_next = 1'b0;
               if (s_tick)
                  if (s_reg==15)
                     begin
                        state_next = data;
                        s_next = 0;
                        n_next = 0;
                     end
                  else
                     s_next = s_reg + 1;
            end
         data:
            begin
               tx_next = b_reg[0];
               if (s_tick)
                  if (s_reg==15)
                     begin
                        s_next = 0;
                        b_next = b_reg >> 1;
                        if (n_reg==(DBIT-1))
                           state_next = stop ;
                        else
                           n_next = n_reg + 1;
                     end
                  else
                     s_next = s_reg + 1;
            end
         stop:
            begin
               tx_next = 1'b1;
               if (s_tick)
                  if (s_reg==(SB_TICK-1))
                     begin
                        state_next = idle;
                        tx_done_tick = 1'b1;
                     end
                  else
                     s_next = s_reg + 1;
            end
      endcase
   end
   assign tx = tx_reg;
endmodule
```

## run.sh

```bash
#!/bin/bash
# OpenROAD 26Q1-2900-gdf79404cd8, Yosys 0.63+post, stock flow scripts
make -C /OpenROAD-flow-scripts/flow DESIGN_CONFIG=/design/flow/config.mk WORK_HOME=/design/flow/orfs finish
```

## config.mk

```make
export PLATFORM = sky130hd
export DESIGN_NAME = uart_top
export DESIGN_NICKNAME = uart_top
export VERILOG_FILES = /design/flow/design.v
export SDC_FILE = /design/flow/constraint.sdc
export NUM_CORES = 4
export LEC_CHECK = 1
export CORE_UTILIZATION = 50
```

## constraint.sdc

```tcl
current_design uart_top

set clk_period 5.2
set clk_io_pct 0.2

create_clock -name clk0 -period $clk_period [get_ports {clk65MHz}]

set non_clock_inputs [all_inputs -no_clocks]
set_input_delay [expr $clk_period * $clk_io_pct] -clock clk0 $non_clock_inputs
set_output_delay [expr $clk_period * $clk_io_pct] -clock clk0 [all_outputs]
```

==> impl_metrics.json <==
{
  "p_per_area_mw_per_mm2": 310,
  "die_x_um": 110,
  "ys_ff": 129,
  "vias": 4747,
  "area.growth.synth_to_final_pct": 27.0,
  "syn_area_per_cell_um2": 9.57,
  "cts_tree": "yes",
  "clk_latency_ns": 0.41,
  "tns_ns": 0,
  "warning_count": 39,
  "yosysCellCount": 609,
  "start_kind": "register",
  "period_used_pct": 47.4,
  "drc": 0,
  "cts_buffer_depth": 2,
  "fin_crit_ns": 2.46,
  "n_antenna_cell": 0,
  "hp-class": "reg2reg",
  "finalHoldViolCount": 0,
  "ys_sh_aoi_pct": 17.0,
  "grt_overflow": 0,
  "via_per_inst": 5.66,
  "crit_type": "reg2reg",
  "finClkSkew_ns": 0.0117,
  "xor_area_share_pct": 1.50,
  "ys.flop_type": "dfxtp_1",
  "logic_family": "AND-OR/OR-AND gates",
  "wire_per_inst_um": 15.4,
  "port_buffers": 86,
  "die_h_um": 110,
  "design_area_mm2": 0.00740,
  "htree_levels": 4,
  "antenna_found_initial": 0,
  "clock-sinks": 129,
  "ys_sh_simple_pct": 16.3,
  "final_util_pct": 65.1,
  "numCtsBuffers": 17,
  "fp_util_pct": 51.3,
  "drv_cap": 0,
  "required_ns": 5.49,
  "syn-instance-count": 609,
  "postRouteAntennaNets": 0,
  "syn_area_mm2": 0.00583,
  "cts_resized": 0,
  "critPathMaxFanout": 10,
  "yosysUniqueCellTypes": 55,
  "drt_iter0_markers": 267,
  "cts-root-buf": "clkbuf_16",
  "async_flop_share_pct": 30.2,
  "crit_path_start": "my_uart.my_mod_m_counter.r_reg[0]",
  "gp_routability_congestion": 0.854,
  "mux_share_pct": 8.41,
  "cp.arrival_ns": 2.75,
  "coreArea_mm2": 0.0114,
  "grt_first_pass_wirelength_mm": 21.3,
  "adder_share_pct": 5.15,
  "edf_count": 0,
  "min_from": "my_uart.my_conv8to16bit.dout[14]",
  "nFillCells": 882,
  "ys_warn_count": 8,
  "reg.largest.list": "my_uart.my_conv8to16bit.dout (16), my_uart_mux.data (16)",
  "io_pins": 87,
  "rows": 39,
  "cts_setup_buffers": 0,
  "dr.pass1.iters": 4,
  "grt_util_all_layers_pct": 23.0,
  "clk_pin_slew_ns": 0.06,
  "synth_seq_share_pct": 47.7,
  "holdWs_ns": 0.476,
  "timing.fmax_ghz": 0.406,
  "p_leak_uw": 0.00297,
  "hold_buffers": 0,
  "die-area_mm2": 0.0121,
  "rsz0062_at_grt": "no",
  "drv_slew": 0,
  "routed_wl_mm": 12.9,
  "synth_chip_area_mm2": 0.00583,
  "status": "finished clean",
  "dpl.hpwl_mm": 8.81,
  "slew_headroom_pct": 42.1,
  "r2r_start": "my_uart.my_mod_m_counter.r_reg[0]",
  "drive_above_1_share_pct": 9.77,
  "grt_max_degree": 44,
  "setup_viol": 0,
  "vdd_drop_max_uv": 355,
  "grt_pass1_vias": 4392,
  "critical_path.endpoint_type": "register",
  "placed_area_mm2": 0.00677,
  "worst_pin_slew_ns": 0.862
}
cell families after synthesis:
logic type | after synthesis
AND/OR/NAND/NOR | 190
XOR/XNOR | 10
AND-OR/OR-AND | 153
flip-flops | 129
multiplexers | 47
adder cells (fa/ha/maj) | 24
buffers and inverters | 56
metal layers:
metal  vias to the layer above  track usage [%]  wire [µm]
met4                         0             3.33        155
li1                       2364                -          -
met1                      2239             37.5       6550
met5                         -                0          0
met3                        11             5.15        702
met2                       133             32.8       5510
through the flow:
step / power [µW] / worst slack [ns] / std cells
6_report: 2300 / 2.74 / 839
5_1_grt: 2370 / 2.56 / 839
4_1_cts: 2320 / 2.76 / 839
3_5_place_dp: 1100 / 2.46 / 807
3_3_place_gp: 1100 / 2.51 / 807
2_1_floorplan: 1050 / 2.67 / 609
synth_stat cells, drive strengths merged, types with 9 or more instances:
master | n | area, µm²
a31oi | 11 | 68.8
a21oi | 43 | 215
a22oi | 28 | 210
mux2i | 31 | 310
ha | 24 | 300
or3 | 12 | 75.1
clkbuf | 32 | 120
dfrtp | 36 | 901
mux2 | 16 | 180
inv | 17 | 63.8
dfxtp | 90 | 1800
nand3 | 21 | 105
nand2 | 40 | 150
o21ai | 29 | 145
nor3 | 12 | 60.1
nor2 | 57 | 214
nand4 | 9 | 56.3
critical path, cell delays in order, from the launching register on:
cell	delay, ns
dfxtp_1	0.33
inv_1	0.07
ha_1	0.15
nor3b_2	0.58
nand3_1	0.38
a211o_1	0.51
mux2_2	0.32
report_power, final:
part / leakage, µW / total (µW) / switching, µW / internal [µW]
Sequential: 0.00121 / 1000 / 3.56 / 998
Combinational: 0.00147 / 78.3 / 30.5 / 47.7
Clock: 0.000300 / 1220 / 426 / 790
worst paths after layout:
kind,endpoint,slack (ns),cells past startpoint
worst max-delay path,my_uart.my_uart_tx.b_reg[4],2.74,6
worst min-delay path,my_uart.my_conv8to16bit.dout[14],0.48,2
worst max register to register,my_uart.my_uart_tx.b_reg[4],2.74,6
worst min register to register,my_uart.my_conv8to16bit.dout[14],0.48,2
max in group asynchronous,my_uart.my_uart_tx.state_reg[0],3.30,3
min in group asynchronous,my_uart.my_uart_rx.b_reg[3],1.51,3
cell type report:
cell class                 instances  area, µm²  area share, %
inverter                          17       63.8          0.862
tap                              143        179           2.42
sequential                       129       2780           37.6
clock buffer                      21        504           6.81
timing repair buffer              94        921           12.4
clock inverter                    11        124           1.67
multi-input combinational        424       2830           38.2
placed cells by master, fill, tap and decap left out, drive strengths merged, types with 7 or more instances in the layout:
cell type and instances:
or3 12, ha 24, a31oi 11, mux2i 31, nand4 9, nor3 12, a22oi 28, dfxtp 90
clkbuf 21, a211oi 8, mux2 16, dfrtp 36, nor2 57, nand3 21, o21ai 29, clkdlybuf4s50 86
inv 17, a21oi 43, a22o 7, nand2 40, buf 8
Power figures rest on the tool's default switching activity, not on a simulated workload.
