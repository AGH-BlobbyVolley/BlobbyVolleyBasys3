==> design/flow/design.v <==
`timescale 1ns / 1ns
module clk_divider
    # ( parameter
        FREQ = 100,  
        SRC_FREQ = 100_000_000  
    )
    (
        input  wire clk_in,  
        input  wire rst,        
        output reg  clk_div,     
        output reg rst_d,
		output reg [clog2((SRC_FREQ / FREQ)/2)-1:0]	count
    );
    localparam DIVISOR = SRC_FREQ / FREQ;
    localparam LOOP_COUNTER_AT = DIVISOR / 2 ;
    reg rst_d_nxt;
    always @(posedge(clk_in))
    begin
        if(rst) rst_d <= 1;
        else rst_d <= rst_d_nxt;
    end
    always @*
    begin
        if(clk_div==1'b1) rst_d_nxt <= 0;
        else rst_d_nxt <= rst_d;
    end
    always @( posedge(clk_in), posedge(rst) )
    begin
        if(rst)
        begin : counter_reset
            count   <= #1 0;
            clk_div <= #1 1'b0;
        end
        else
        begin : counter_operate
            if (count == (LOOP_COUNTER_AT - 1))
            begin : counter_loop
                count   <= #1 0;
                clk_div <= #1 ~clk_div;
            end
            else
            begin : counter_increment
                count   <= #1 count + 1;
                clk_div <= #1 clk_div;
            end
        end
    end
    function integer clog2(input integer number);
        begin
            clog2 = 0;
            while (number)
            begin
                clog2  = clog2 + 1;
                number = number >> 1;
            end
        end
    endfunction
endmodule
`timescale 1ns / 1ps
module mouse_limit_player
  #(parameter PLAYER=1'b0)
   (
     input wire clk,
     input wire rst,
     input wire [11:0] xpos,
     input wire [11:0] ypos,
     input wire  click_mouse,
     output reg signed [11:0] xpos_limit,
     output reg [11:0] ypos_limit,
     output reg click_mouse_limit
   );
  localparam MAX_X_PLAYER= PLAYER ? 950: 430;
  localparam MIN_X_PLAYER= PLAYER ? 525 : 0;
  localparam MIN_X_PLAYER_MOD =  PLAYER ? MIN_X_PLAYER : 12'h8;
  localparam  PLAYER_XPOS_INIT = PLAYER ? 750 : 250;
  localparam GROUND_POSITION=679;
  localparam JUMP_POSITION=450;
  localparam MOVE = 3'b000;
  localparam CLICK =3'b001;
  localparam JUMPUP =3'b011;
  localparam UP =3'b010;
  localparam FALLDOWN =3'b110;
  localparam DOWN =3'b111;
  wire clk_div, rst_d;
  wire [11:0] xpos_int;
  reg signed [11:0] xpos_nxt;
  clk_divider
    #(.FREQ(100), .SRC_FREQ(65_000_000))
    my_clk_divider (
      .clk_in(clk),
      .clk_div(clk_div),
      .rst(rst),
      .rst_d(rst_d)
    );
  always @(posedge clk_div)
  begin
    if(rst_d)
      xpos_limit <= PLAYER_XPOS_INIT;
    else
      xpos_limit <= xpos_nxt;
  end
  reg [2:0] state, state_nxt;
  reg [11:-12] ypos_nxt;
  reg click_mouse_nxt;
  reg [41:0] v,v_nxt;
  always @(posedge clk_div)
  begin
    if(rst_d)
    begin
      ypos_limit <= GROUND_POSITION;
      click_mouse_limit <= 0;
      state <= MOVE;
      v <= 42'h200_0000_0000;
    end
    else
    begin
      ypos_limit <= ypos_nxt[11:0];
      click_mouse_limit <= click_mouse;
      state <= state_nxt;
      v <= v_nxt;
    end
  end
  assign xpos_int = xpos>12'hF ? (PLAYER==0 ? {xpos[11], xpos[11:1]} : {xpos[11], xpos[11:1]} + 12'd512) : 12'h9;
  always @*
  begin
    if((xpos_int<xpos_limit+$signed(12'hFFA)) && ((xpos_limit + $signed(12'h8)) >= $signed(MIN_X_PLAYER_MOD))) xpos_nxt =  xpos_limit + (state==MOVE ? 12'hFFC: 12'hFFE);
    else if((xpos_limit < xpos_int + $signed(12'hFFA)) && ((xpos_limit + $signed(12'h8)) < MAX_X_PLAYER)) xpos_nxt = xpos_limit + (state==MOVE ? 12'h6 : 12'h2);
    else xpos_nxt = xpos_limit;
  end
  always @*
  begin
    state_nxt = MOVE;
    ypos_nxt = (GROUND_POSITION<<12);
    v_nxt=v;
    case (state)
      MOVE:
      begin
        if (click_mouse )
        begin
          state_nxt = CLICK ;
          ypos_nxt = (GROUND_POSITION<<12);
          v_nxt=v;
        end
        else
        begin
          state_nxt = MOVE;
          ypos_nxt = (GROUND_POSITION<<12);
          v_nxt=v;
        end
      end
      CLICK:
      begin
        state_nxt = JUMPUP;
        ypos_nxt = (GROUND_POSITION<<12);
        v_nxt=42'h200_0000_0000;
      end
      JUMPUP:
      begin
        if ( ypos_limit > JUMP_POSITION)
        begin
          state_nxt = JUMPUP;
          v_nxt=v-2000;
          ypos_nxt = ((ypos_limit - (v>>38))<<12);
        end
        else
        begin
          state_nxt = UP;
          v_nxt=v;
          ypos_nxt = (ypos_limit<<12);
        end
      end
      UP:
      begin
        state_nxt = FALLDOWN;
        ypos_nxt = (ypos_limit<<12);
        v_nxt=v;
      end
      FALLDOWN:
      begin
        if(ypos_limit < GROUND_POSITION )
        begin
          state_nxt = FALLDOWN;
          v_nxt=v+2000;
          ypos_nxt = ((ypos_limit + (v>>38))<<12);
        end
        else
        begin
          state_nxt = DOWN;
          v_nxt=v;
          ypos_nxt = (ypos_limit<<12);
        end
      end
      DOWN:
      begin
        state_nxt = MOVE;
        v_nxt=0;
        ypos_nxt = (GROUND_POSITION<<12);
      end
    endcase
  end
endmodule
==> design/flow/run.sh <==
#!/bin/bash
# OpenROAD 26Q1-2900-gdf79404cd8, Yosys 0.63+post, stock flow scripts
make -C /OpenROAD-flow-scripts/flow DESIGN_CONFIG=/design/flow/config.mk WORK_HOME=/design/flow/orfs finish
==> design/flow/config.mk <==
export PLATFORM = sky130hd
export DESIGN_NAME = mouse_limit_player
export DESIGN_NICKNAME = mouse_limit_player
export VERILOG_FILES = /design/flow/design.v
export SDC_FILE = /design/flow/constraint.sdc
export NUM_CORES = 4
export LEC_CHECK = 1
export CORE_UTILIZATION = 50
==> design/flow/constraint.sdc <==
current_design mouse_limit_player

set clk_period 2.8
set clk_io_pct 0.2

create_clock -name clk0 -period $clk_period [get_ports {clk}]

set non_clock_inputs [all_inputs -no_clocks]
set_input_delay [expr $clk_period * $clk_io_pct] -clock clk0 $non_clock_inputs
set_output_delay [expr $clk_period * $clk_io_pct] -clock clk0 [all_outputs]
==> run summary <==
Notes from the flow run.

Layout:
- Cells with a size suffix above 1 make up 4.656% of the layout.
- The run puts the design area at a little under 8000 µm².
- The run gives the synthesis-to-layout area growth as 7.431%.
- The run puts the post-layout utilization of the core at roughly 56%.
- The run gives the filler cell count as between 1000 and 1500.

Synthesis:
- In this run the biggest area consumer among cell types represents a little under a fifth of the synthesized area.
- The run gives the tally of unique sky130hd cells used after synthesis as around 80.
- The area recorded from the Yosys report for this design is about 7400 µm².
- The run gives the main flop type after synthesis as sky130_fd_sc_hd__dfxtp_1.
- The run gives the async set-reset flop share out of synthesis as about 22%.
- The Yosys step of the flow raised 2 warnings.
- The run gives the most frequent cell after synthesis as sky130_fd_sc_hd__ha_1.
- The run gives the cell total in the yosys stat output as 893.
- The run puts the count of library flops with an enable pin at 0.
- The run gives the biggest area consumer among synthesized cells as sky130_fd_sc_hd__dfxtp_1.
- The run puts the synthesized cell area at ~7400 µm².
- Yosys reports that the most numerous cell types are 87 x sky130_fd_sc_hd__ha_1, 84 x sky130_fd_sc_hd__nor2_1, 75 x sky130_fd_sc_hd__a21oi_1.
- The synthesis report lists the most area-consuming cells as sky130_fd_sc_hd__dfxtp_1 19%, sky130_fd_sc_hd__ha_1 15%, sky130_fd_sc_hd__dfrtp_1 6.8%, sky130_fd_sc_hd__xnor2_1 6.0%, sky130_fd_sc_hd__a21oi_1 5.1%.
- The run gives the mean post-synth cell area as around 8.2 µm².
- Synthesis produced 893 cells.
- The run gives the number of synthesized register bits as about 89.
- The run puts the part of the Yosys area used for sequential elements at roughly 26%.

Setup path:
- The run puts the required time of the critical path at between 2 and 3 ns.
- Measured in cells, the most critical reg-to-reg path has a length of 7.
- Traced cell by cell, the critical path runs through ha_1, nor4b_1, nand4_1, nor2_1, o21ai_0, nand2_1, o21ai_0.
- The critical path is of the flop to flop type.
- The run gives the startpoint of the worst register-to-register path as my_clk_divider.count[0].
- On the critical path the data arrives at 2.08 ns.
- The run gives the total buffers and inverters traversed by the critical path as 0.
- The run gives the top cell family by delay on the critical path as simple AND/OR/NAND/NOR gates.
- STA classifies the critical path startpoint as a flop.
- The run gives the largest fanout on the critical path as 7.
- The worst-case reg-to-reg setup slack stands at 0.85 ns.
- The run gives the capture instance of the worst register-to-register path as my_clk_divider.count[15].
- The worst setup path is captured at a flop.
- The longest incremental delay of any stage on the critical path is reported as between 0.4 and 0.5 ns.
- Among the stages of the critical path, the cell type that occurs most often is sky130_fd_sc_hd__o21ai_0.
- The slowest stage of the critical path belongs to the cell sky130_fd_sc_hd__nor2_1.

Pwr:
- The run puts the power dissipated by switching net loads at approximately 0.18 mW.
- The run gives the total power density per cell area as 97.23 nW/µm².
- The run gives the proportion of total power due to net switching as between 20% and 30%.
- The run gives the part of the power in combinational logic as a little under a quarter.
- The run puts the internal cell power at between 0.5 and 0.6 mW.
- The run gives the sequential power share as about two fifths.
- The run puts the leakage power of the design at between 3 and 4 nW.
- The highest supply drop recorded on VDD is about 0.00054 V.
- The run puts the power share of the clock group at between 30% and 40%.

GRT:
- The run gives the initial antenna violation count as 0.
- Entering global routing, the biggest net connects a little under 70 pins.
- The first global-routing pass estimated roughly 27000 µm of wire.
- The run puts the total global-route track usage at approximately 22%.
- The run puts the overall overflow remaining after global route at 0.
- The run puts the number of global-route vias before repair at roughly 5700.

Hold path:
- The launch point of the worst min-delay path is recorded as my_clk_divider.clk_div.
- The run gives the worst hold path stage count as 1.
- The worst hold path terminates at my_clk_divider.clk_div.
- The worst hold path belongs to the class flop to flop.

Floorplan:
- The run puts the number of placed I/O pins at roughly 52.
- The run puts the horizontal die dimension at ~120 µm.
- The run gives the die outline area as between 15000 and 20000 µm².
- The run puts the floorplan core density at roughly 52%.
- Per the OpenROAD floorplan log, the height of the die is 123.3 µm.
- The run gives the core footprint as roughly 14000 µm².
- After floorplanning, the core was divided into 43 placement rows.

STA:
- The run puts the slew of the pin with the lowest slew margin at roughly 0.87 ns.
- The run gives the final setup violation count as 0.
- The run gives the setup TNS as 0 ns.
- The run puts the count of unclocked register or latch pins at between 60 and 70.
- The run gives the worst hold margin as slightly below 0.5 ns.
- The run puts the clock skew at between 0.004 and 0.005 ns.
- The run puts the time the worst path needs with I/O delays and setup at approximately 1.9 ns.
- The run gives the count of endpoints without a timing constraint as roughly 90.
- Per the slew report, the remaining headroom to the max-slew limit stands at a little over two fifths.
- Counting pins that exceed their max-slew limit in the final report gives 0.
- The run gives the maximum frequency from static timing analysis as 513.7 MHz.
- Setup repair after global routing left no endpoint under its margin.
- The run puts the final critical-path share of the clock period at between 60% and 70%.
- The run puts the count of final hold-check violations at 0.

Clock network:
- The run puts the maximum number of buffers from clock root to sink at 2.
- The run gives the CTS tree as yes.
- The run puts the number of setup buffers added after CTS at 0.
- Looking at the clock tree report, the H-tree level count equals 1.
- The later pin in the worst-skew pair is clocked with a latency of around 0.25 ns.
- In this run, post-CTS repair resized a total of 0 instances.
- The run puts the number of hold-repair buffers added at the cts stage at 0.
- Buffers inserted during clock tree synthesis total 3.
- The run puts the clock slew at the register clock pins of the worst setup and hold paths at ~0.060 ns.
- The tree is rooted in a sky130_fd_sc_hd__clkbuf_16.

Route:
- The run puts the mean routed wirelength per cell at 14.70 µm.
- The count of nets left with antenna violations once routing finished came out at 0.
- Across all layers, the routed design uses roughly 6200 vias.
- The run puts the first-pass iteration count of the detailed router at 7.
- The run gives the DRC violation count after routing as 0.
- The run puts the routed wire length at around 16000 µm.
- The run gives the mean number of vias per cell as 5.727.
- The routed design ends up with an antenna cell count of 0.
- The run puts the DRC violation total after the first TritonRoute iteration at 267.

Placed design:
- The run gives the half-perimeter wire length after detailed placement as roughly 12000 µm.
- The run puts the standard cell area after detailed placement at ~7800 µm².
- The run gives the last weighted congestion value of the routability-driven placer as approximately 0.91.
- In this run the tool buffered the top-level ports with 37 buffer cells.

Run status:
- The flow ran to the end, and the final reports show no timing, DRC or antenna violations.

Job:
- The run gives the OpenROAD warning count as 42.
- The run puts the number of max-capacitance violations reported at 0.
state kept, by name, summed over array words and instances, names as in the netlist:
name,count
xpos_limit,11
click_mouse_limit,1
my_clk_divider.rst_d,1
v,38
state,6
ypos_limit,12
my_clk_divider.count,19
my_clk_divider.clk_div,1
power by group through the flow:
stage | clock network [mW] | registers, mW | logic [mW]
5_1_grt | 0.309 | 0.303 | 0.199
4_1_cts | 0.297 | 0.303 | 0.176
6_report | 0.292 | 0.303 | 0.174
worst max-delay path by stage:
stage	depth (start not counted)	slack, ns	endpoint	startpoint
global route	7	0.64	my_clk_divider.count[15]	my_clk_divider.count[0]
finish	7	0.85	my_clk_divider.count[15]	my_clk_divider.count[0]
CTS	7	0.86	my_clk_divider.count[15]	my_clk_divider.count[0]
logic make-up after synthesis:
group / share of synthesized area [%]
AND-OR/OR-AND: 23.09
XOR/XNOR: 10.12
adder cells (fa/ha/maj): 15.61
buffers and inverters: 4.404
flip-flops: 25.57
multiplexers: 1.411
other: 0.05096
AND/OR/NAND/NOR: 19.74
metrics by stage:
| stage | cells | power (mW) | setup slack [ns] |
|---|---|---|---|
| global route | 1082 | 0.8122 | 0.6361 |
| global placement | 1078 | 0.4800 | 0.8710 |
| finish | 1082 | 0.7686 | 0.8532 |
| floorplan | 893 | 0.4390 | 1.149 |
| detailed placement | 1078 | 0.4833 | 0.8929 |
| CTS | 1082 | 0.7758 | 0.8636 |
cell type report:
class / instances / area (µm²) / area share (%)
timing repair buffer: 45 / 430.4 / 5.445
sequential: 89 / 1883 / 23.82
inverter: 34 / 130.1 / 1.646
tap: 180 / 225.2 / 2.849
clock buffer: 4 / 78.83 / 0.9972
multi-input combinational: 730 / 5157 / 65.24
metal layers:
metal,GRT usage (%),routed length (µm)
met5,0,0
met3,1.224,426
met2,33.55,6567
met4,0.1506,0
met1,37.68,8909
layout by cell type, fill, tap and decap left out, types with 8 or more instances in the layout:
cell type                         instances
sky130_fd_sc_hd__a21o_1                  26
sky130_fd_sc_hd__a21oi_1                 75
sky130_fd_sc_hd__a22o_1                  18
sky130_fd_sc_hd__a31oi_1                  9
sky130_fd_sc_hd__and2_1                   9
sky130_fd_sc_hd__and3_1                  11
sky130_fd_sc_hd__buf_4                    8
sky130_fd_sc_hd__clkdlybuf4s50_1         37
sky130_fd_sc_hd__dfrtp_1                 19
sky130_fd_sc_hd__dfxtp_1                 69
sky130_fd_sc_hd__ha_1                    87
sky130_fd_sc_hd__inv_1                   33
sky130_fd_sc_hd__nand2_1                 61
sky130_fd_sc_hd__nand2b_1                 8
sky130_fd_sc_hd__nand3_1                 20
sky130_fd_sc_hd__nand4_1                 15
sky130_fd_sc_hd__nor2_1                  84
sky130_fd_sc_hd__nor2b_1                 11
sky130_fd_sc_hd__nor3_1                  34
sky130_fd_sc_hd__o211ai_1                 8
sky130_fd_sc_hd__o21ai_0                 40
sky130_fd_sc_hd__o21bai_1                 9
sky130_fd_sc_hd__or2_2                    8
sky130_fd_sc_hd__or3_1                   12
sky130_fd_sc_hd__xnor2_1                 50
sky130_fd_sc_hd__xor2_1                  35
Power figures rest on the tool's default switching activity, not on a simulated workload.
